--- ./config.mk ---
export PLATFORM = sky130hd
export DESIGN_NAME = EightBitBinaryToBCD
export DESIGN_NICKNAME = EightBitBinaryToBCD
export VERILOG_FILES = /design/flow/design.v
export SDC_FILE = /design/flow/constraint.sdc
export NUM_CORES = 4
export LEC_CHECK = 1
export CORE_AREA = 10 10 88 88
export DIE_AREA = 0 0 98 98
--- ./design.v ---
`timescale 1ns / 1ps
module EightBitBinaryToBCD(
	output reg [3:0] BCDDigitHundreds,
	output reg [3:0] BCDDigitTens,
	output reg [3:0] BCDDigitOnes,
	output reg Done,
	input [7:0] BinaryInput,
	input Enable,
	input clk
	);
	reg Enabled;
	reg [7:0] Binary;
	initial Enabled = 0;
	always@(posedge clk) begin
		if (Enable) begin
			Binary <= BinaryInput;
			BCDDigitHundreds <= 0;
			BCDDigitTens <= 0;
			BCDDigitOnes <= 0;
			Enabled <= 1;
			Done <= 0;
		end
		else begin
			if (Enabled) begin
				if (Binary > 100) begin
					BCDDigitHundreds <= BCDDigitHundreds + 1;
					Binary <= Binary - 100;
				end
				else begin
					if (Binary > 10) begin
						BCDDigitTens <= BCDDigitTens + 1;
						Binary <= Binary - 10;
					end
					else begin
						BCDDigitOnes <= Binary[3:0];
						Enabled <= 0;
						Done <= 1;
					end
				end
			end
		end
	end
endmodule
--- ./run.sh ---
#!/bin/bash
# OpenROAD 26Q1-2900-gdf79404cd8, Yosys 0.63+post, stock flow scripts
make -C /OpenROAD-flow-scripts/flow DESIGN_CONFIG=/design/flow/config.mk WORK_HOME=/design/flow/orfs finish
--- ./constraint.sdc ---
current_design EightBitBinaryToBCD

set clk_period 4.1
set clk_io_pct 0.2

create_clock -name clk0 -period $clk_period [get_ports {clk}]

set non_clock_inputs [all_inputs -no_clocks]
set_input_delay [expr $clk_period * $clk_io_pct] -clock clk0 $non_clock_inputs
set_output_delay [expr $clk_period * $clk_io_pct] -clock clk0 [all_outputs]
==> summary.txt <==
Results of an implementation run.

The flow ran to the end, and the final reports show no timing, DRC or antenna violations. The logic depth of the worst setup path including buffers is 4. The buffer-and-inverter tally for the worst setup path is 2. The CTS H-tree depth is 1.

Summed over all cells, the static leakage comes to 0.623 nW. Counting the warning lines in the Yosys log gives 1. By area the synthesized netlist is led by sky130_fd_sc_hd__dfxtp_1 20%, sky130_fd_sc_hd__edfxtp_1 17%, sky130_fd_sc_hd__ha_1 6.3%, sky130_fd_sc_hd__nand2b_1 5.0%, sky130_fd_sc_hd__mux2i_1 3.6%.

The power density relative to cell area is 641 nW/um^2. In the post-route report, total wirelength is listed as 3280 um. The worst hold path belongs to the class reg2reg. The count of library flops with an enable pin is 8. The timing report shows that the slowest cell on the worst path is sky130_fd_sc_hd__clkdlybuf4s50_1. The library cell with the largest summed area after synthesis is sky130_fd_sc_hd__dfxtp_1. The critical path starts at Enable. The time the final worst path needs with I/O delays and setup is 2570 ps. The hold-fix buffer count after cts is 0. The critical path is of the in2reg type. The detail route stage leaves a number of antenna-violating nets equal to 0.

In this run the deepest clock path goes through 2 buffers. The number of antenna violations at the first check in global routing came to 0. The highest net fanout along the worst path is 27. The core utilization before placement is 23.5%. After clock tree synthesis, the setup repair step added 0 buffers. Dividing the synthesized area by the synthesized cell count gives 9.59 sq um. The synthesized instance count is 145. The placer's final routability congestion estimate is 0.803. The initialized floorplan defines 28 standard-cell rows. The tightest slew margin relative to the limit is 43.1%. The number of I/O pins is 23. Per the timing report, the most critical flop-to-flop path originates at Binary[2]$_DFFE_PP_. The kind of capture point of the worst setup path is a register.

For this block, the initial DRC count from the detailed router was 68. In the layout the commonest cells are 22 x sky130_fd_sc_hd__clkdlybuf4s50_1, 14 x sky130_fd_sc_hd__dfxtp_1, 11 x sky130_fd_sc_hd__nand2b_1, 8 x sky130_fd_sc_hd__edfxtp_1. The placeable core region is 5920 sq um. Measured along the y axis, the die boundary spans 98 um. The via count is 1,117. TritonCTS built the clock tree. On the reported timing paths, the clock transition at the registers reads 80 ps. The OpenROAD report gives the critical path a data arrival time of 2680 ps.

The pin count of the biggest net entering global routing is 28. The share of cells above drive strength 1 is 8.02%. In this run the biggest area consumer among cell types represents 20.2% of the synthesized area. The highest-count logic cell in the final layout is sky130_fd_sc_hd__clkdlybuf4s50_1. The number of buffers added by the clock tree synthesis step is 3.

The clock root buffer is sky130_fd_sc_hd__clkbuf_8. The routed design shows a wire length per standard cell of 13.8 um. The capture point of the worst reg-to-reg path is BCDDigitOnes[3]$_SDFFE_PP0P_. For reference, the final report shows the max-slew violation count at 0.

The overall chip area is 9600 sq um. Per the OpenROAD floorplan log, the width of the die is 98 um. The area growth from synthesis to layout is 23.9%. The post-cts gate resize count is 0. In this build the clock could be raised as far as 389 MHz. Setup repair after global routing left no endpoint under its margin. Summing the sequential cell areas from Yosys gives 37.4% of the chip area.

The number of detailed-routing iterations run before antenna repair is 4. The number of failing setup endpoints in the final timing report is 0. The count of final hold-check violations is 0.

The cell count of the worst reg-to-reg path is 6. The yosys cell count is 145. The reported max-cap violation count is 0. The worst hold slack after final layout is 477 ps. The dominant register cell in the synthesized netlist is sky130_fd_sc_hd__dfxtp_1. The synthesized design contains 22 register bits. The setup clock skew after layout is 3.41 ps. The total global routing track utilization is 6.88%.

OpenROAD emitted warnings numbering 28. For this run the aggregate overflow at the end of global routing stands at 0. The wire length of the first global-routing pass is 5650 um.

The via count of the first global-routing pass is 1,100. The residual DRC count is 0. In this run the tool buffered the top-level ports with 22 buffer cells. In this run the worst setup path terminates at Binary[4]$_DFFE_PP_. The number of different library cells used by synthesis comes to 45.

The critical path's top delay family is buffers and inverters. The tree built by TritonCTS fans out to 22 sinks. The kind of start point of the critical path is an input port. Looking at the VDD voltage map, the peak drop is 0.262 mV. The post-synthesis async set-or-reset flop share is 0%. The clock network latency to the later pin of the worst-skew pair is 260 ps. The routed design ends up with an antenna cell count of 0. The setup check on the worst reg-to-reg path leaves a slack of 1700 ps. The transition time recorded at the tightest slew-check pin is 850 ps.

After legalization and detailed placement, the total HPWL measured 2360 um. The critical path goes through clkdlybuf4s50_1 -> buf_4 -> or3_1 -> a32oi_1. The summed standard-cell area reported by yosys is 1390 sq um.

Post-route period utilization is reported as 62.7%. Per STA, the highest per-stage delay on the worst path measures 850 ps. The vias per cell is 4.71.

Setup total negative slack on the finished layout was measured at 0 ps. The combined area of all synthesized cells is 1390 sq um. Data on the critical path is required at its endpoint by 4210 ps.
## kinds of logic (layout without fill, tap and decap cells)
kind of cell               Yosys count  count (layout)  synth area share (%)
adders and majority gates            7               7                  6.30
AOI/OAI and AO/OA                   30              30                  16.9
DFF                                 22              22                  37.4
and+or+nand+nor                     58              58                  25.7
xor gates and xnor gates             1               1                 0.630
muxes                               10              10                  7.65
buffers and inverters               17              34                  5.40
## where the power goes
part / leakage [nW] / internal, W / switching (W) / total (W)
Clock: 0.0288 / 0.0000857 / 0.0000738 / 0.000159
Sequential: 0.198 / 0.000315 / 0.000125 / 0.000439
Combinational: 0.396 / 0.000253 / 0.000252 / 0.000505
Total: 0.623 / 0.000653 / 0.000450 / 0.00110
## how the worst min path moves through the flow
stage | start | end | slack [ps] | cells past startpoint
4_1_cts | BCDDigitOnes[2]$_SDFFE_PP0P_ | BCDDigitOnes[2]$_SDFFE_PP0P_ | 480 | 2
5_1_grt | BCDDigitOnes[1]$_SDFFE_PP0P_ | BCDDigitOnes[1]$_SDFFE_PP0P_ | 520 | 2
6_report | BCDDigitOnes[1]$_SDFFE_PP0P_ | BCDDigitOnes[1]$_SDFFE_PP0P_ | 480 | 2
## registers in the layout, indices dropped and copies added (netlist names)
name and cells:
BCDDigitHundreds 4, BCDDigitOnes 4, BCDDigitTens 4, Binary 8, Done 1, Enabled 1
## per-layer routing
metal  routed length [um]  vias up  GRT usage [%]  part of all wire, %
met1                 1640      514           9.87                   50
li1                     -      563              -                    -
met3                  246        4           2.63                  7.5
met4                   55        0           1.34                  1.7
met2                 1340       36           9.59                   41
met5                    0        -              0                    0
## worst min-delay path, delay by kind of cell, from the launching register on
kind	cells	cell delay, ps
AND/OR/NAND/NOR	1	60
flip-flops	1	320
multiplexers	1	60
## cell type report
cell class              instances  area, sq um
flip-flops and latches         22          520
inverters                       6         22.5
multi-input cells             106          795
clock buffers                   4         55.1
well taps                      75         93.8
repair buffers                 24          235
fillers                       609         4200
## per-stage QoR
| step | instance area (sq um) | power, W | std cells | utilization (%) | setup slack (ps) |
|---|---|---|---|---|---|
| 2_1_floorplan | 1390 | 0.000788 | 145 | - | 2090 |
| 3_3_place_gp | 1670 | 0.000941 | 233 | 28.1 | 1310 |
| 5_1_grt | 1720 | 0.00120 | 237 | 29.1 | 1410 |
| 3_5_place_dp | 1670 | 0.000947 | 233 | 28.1 | 1270 |
| 4_1_cts | 1720 | 0.00112 | 237 | 29.1 | 1540 |
| 6_report | 1720 | 0.00110 | 237 | 29.1 | 1530 |
## synth_stat cells, drive strengths merged (2+ instances only)
master   instances
mux2             5
a21oi            4
nand3            3
nor2             6
nand3b           3
a2111oi          2
nor3             6
nor4             4
o31ai            2
mux2i            5
nor4b            2
or3              5
inv              6
nor2b            7
buf              4
nand2b          11
edfxtp           8
o21ai            8
clkbuf           7
nand2            7
dfxtp           14
ha               7
a21o             3
o31a             2
No activity file was given, so power comes from the tool's default toggle rates.
